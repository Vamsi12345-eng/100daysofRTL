==> /design/flow/design.v <==
`timescale 1ns / 1ps
module FIFO (
  input wire clk,
  input wire reset,
  input wire write_enable,
  input wire read_enable,
  input wire [15:0] data_in,
  output reg [15:0] data_out,
  output reg empty = 1'b1,
  output reg full = 1'b0
);
  reg [15:0] memory [31:0];
  reg [4:0] write_ptr = 5'b0;  
  reg [4:0] read_ptr = 5'b0;  
  reg [4:0] count = 5'b0;  
  always @(posedge clk) begin
    if (reset) begin
      write_ptr <= 5'b0;
      read_ptr <= 5'b0;
      count <= 5'b0;
      empty <= 1'b1;
      full <= 1'b0;
    end else begin
      if (write_enable && ~full) begin
        memory[write_ptr] <= data_in;
        write_ptr <= write_ptr + 1;
        count <= count + 1;
        empty <= 1'b0;
        if (count == 31)
          full <= 1'b1;
			 end
      if (read_enable && ~empty) begin
        data_out <= memory[read_ptr];
        read_ptr <= read_ptr + 1;
        count <= count - 1;
        full <= 1'b0;
        if (count == 1)
          empty <= 1'b1;
      end
    end
  end
endmodule 
==> /design/flow/run.sh <==
#!/bin/bash
# OpenROAD 26Q1-2900-gdf79404cd8, Yosys 0.63+post, stock flow scripts
make -C /OpenROAD-flow-scripts/flow DESIGN_CONFIG=/design/flow/config.mk WORK_HOME=/design/flow/orfs finish
==> /design/flow/config.mk <==
export PLATFORM = sky130hd
export DESIGN_NAME = FIFO
export DESIGN_NICKNAME = FIFO
export VERILOG_FILES = /design/flow/design.v
export SDC_FILE = /design/flow/constraint.sdc
export NUM_CORES = 4
export LEC_CHECK = 1
export CORE_UTILIZATION = 40
==> /design/flow/constraint.sdc <==
current_design FIFO

set clk_period 16.1
set clk_io_pct 0.2

create_clock -name clk0 -period $clk_period [get_ports {clk}]

set non_clock_inputs [all_inputs -no_clocks]
set_input_delay [expr $clk_period * $clk_io_pct] -clock clk0 $non_clock_inputs
set_output_delay [expr $clk_period * $clk_io_pct] -clock clk0 [all_outputs]
==> flow_summary.toml <==
# yosys + openroad results
[power_and_ir_drop]
p_int_mw = 2.317
p_switching_uw = 572.3
combPwrFrac = 0.041
seqPwrFrac = 0.543
p_sw_frac = 0.1980
fin_total_pwr_mw = 2.890
irDropWorstVdd_mv = 0.07074
power_density_nw_per_um2 = 120.2
p_leak_nw = 7.324
p_clk_frac = 0.416

[floorplanning]
die_x_um = 230.7
fp.dieH_um = 230.7
rows = 83
io_pins = 38
fp_util = 0.4060
die_area_sq_um = 53200
core_sq_um = 51510

[logic_synthesis]
edf_count = 528
synth_area_per_cell_sq_um = 20.75
ys_cells = 1008
ys_seq_share = 0.7744
ys_chip_area_sq_um = 20910
synth.distinct_cells = 45
synthCells = 1008
flop_cell = "edfxtp_1"
yosys_warnings = 1
async_flop_share = 0
syn_area_sq_um = 20910
synth_flops = 545

[cts]
numCtsBuffers = 54
cts_buffer_depth = 3
cts_hold_buf = 0
cts-htree-levels = 2
clkSinkCount = 545
cts_tree = "done"
clk-insertion-delay-late_ns = 0.60
ctsResizeCount = 0
cts.reportedPaths.clkPinSlew_ns = 0.06
cts_root_buf = "clkbuf_16"
cts_setup_buffers = 0

[placed_design]
dp_hpwl_um = 25680
gp_congestion = 0.8352
numPlacedInstances = 1734
io_buffers = 37

[setup_path]
required_ns = 16.37
end_kind = "register"
cp_max_fo = 19
critPathArrivalTime_ns = 5.30
crit_type = "input port to register"
startpoint_type = "input port"

[global_routing]
grt_overflow = 0
grt_antenna_before_repair = 1
grt_pass1_wl_um = 66210
grt_pass1_vias = 10870
grt_util_all_layers = 0.1877
grt_max_degree = 93

[drt]
drc = 0
wl_per_cell_um = 24.06
via_count = 9838
finalWirelength_um = 44080
num_antenna_cells = 0
ant_nets = 0
dr.pass1.iters = 5
viasPerCell = 5.370
drt-initial-drc-count = 592

[final_timing]
worstMarginPinSlew_ns = 0.9454
slew_headroom = 0.3682
rsz0062_at_grt = "false"
setup_tns_ns = 0
drv_slew = 0
hold_violations = 0
fin_crit_sh = 0.3120
worst_clock_skew_ns = 0.01760
finalSetupViolCount = 0
post-route-min-period_ns = 5.023
fmax_ghz = 0.1991

[cells_and_area]
syn2layout_area_growth_pct = 14.94
stdcell_count = 1832
drive_gt1_frac = 0.2057

[run]
tool_warnings = 30
max-cap-violations = 0

[worst_hold_path]
holdCritPathClass = "register to register"

[outcome]
status = "complete, no violations"
-- cells by family after synthesis --
logic type | synth area share
mux | 0.1352
buf+inv | 0.01645
flops | 0.7744
compound gates | 0.04260
simple gates | 0.02261
fa+ha+maj | 0.005384
xor+xnor | 0.003350
-- power by group through the flow --
stage / Combinational [mW] / Clock, mW / Sequential (mW)
final: 0.119 / 1.20 / 1.57
after global routing: 0.130 / 1.29 / 1.57
after CTS: 0.122 / 1.23 / 1.57
-- state kept, by name, summed over array words and instances, names as in the netlist --
signal	count
read_ptr	5
memory	512
data_out	16
full	1
count	5
empty	1
write_ptr	5
-- cell usage in the layout (no fill, tap or decap), types with 2 or more instances in the layout --
master / Yosys / final
nand4_1: 4 / 4
xor2_1: 6 / 6
nand2_1: 16 / 16
a21oi_1: 37 / 37
mux2i_1: 65 / 65
inv_1: 4 / 4
nand2b_1: 4 / 4
xnor2_1: 2 / 2
clkdlybuf4s50_1: 0 / 37
o22ai_1: 15 / 15
clkinv_1: 0 / 14
nor4_1: 4 / 4
nor3_1: 6 / 6
nand3b_1: 4 / 4
dfxtp_4: 0 / 2
buf_4: 8 / 65
a22oi_1: 17 / 17
nor2b_1: 4 / 2
mux4_2: 88 / 88
clkinv_2: 0 / 8
o221ai_1: 16 / 16
clkbuf_1: 25 / 13
mux4_1: 7 / 7
and3_1: 2 / 2
a2111oi_1: 5 / 6
a2111oi_2: 3 / 3
edfxtp_1: 528 / 528
nor2_2: 0 / 2
ha_1: 9 / 9
a2111oi_0: 7 / 6
clkbuf_16: 0 / 57
nand3_1: 5 / 5
a22o_1: 15 / 15
bufinv_16: 0 / 4
nor2_1: 49 / 47
dfxtp_1: 17 / 14
nor2b_2: 0 / 2
-- final cells by class --
class | instances | area, sq um
fill | 4241 | 27470
sequential | 545 | 16200
multi-input combinational | 402 | 4385
clock buffer | 70 | 1475
timing repair buffer | 103 | 878.3
tap | 680 | 850.8
clock inverter | 28 | 229.0
inverter | 4 | 15.01
-- metrics by stage --
step	setup WS [ns]	hold WS (ns)	utilization	cell area (sq um)
final	11.08	0.5195	0.4667	24040
after floorplan	11.19	0.4490	-	20910
after global placement	10.57	0.5012	0.4336	22330
after CTS	11.12	0.5192	0.4667	24040
after detailed placement	10.50	0.5047	0.4336	22330
after global routing	10.89	0.5463	0.4667	24040
-- path summary, 6_finish.rpt --
check | startpoint | end | slack, ns | cells past startpoint
hold / removal | write_ptr[0] | write_ptr[0] | 0.52 | 2
hold reg to reg | write_ptr[0] | write_ptr[0] | 0.52 | 2
setup reg to reg | read_ptr[0] | data_out[12] | 12.57 | 5
setup / recovery | reset | memory[7][2] | 11.08 | 5
-- critical path, cell delays in order --
cell and delay, ns:
clkdlybuf4s50_1 0.77, nor2_1 0.40, nand2_1 0.39, nor2_1 0.21, buf_4 0.28
-- per-layer routing --
metal | up-vias | routed length [um] | GRT usage
li1 | 4415 | - | -
met1 | 4853 | 15900 | 0.2478
met2 | 500 | 19650 | 0.2574
met3 | 64 | 7453 | 0.1486
met4 | 6 | 886 | 0.03353
met5 | - | 192 | 0.02665
-- Yosys cell counts, drive strengths merged (5+ instances only) --
cell type    n  share of area
a2111oi     15         0.0075
a21oi       37         0.0089
a22o        15         0.0063
a22oi       17         0.0061
buf         32          0.011
clkbuf      25         0.0045
dfxtp       17          0.016
edfxtp     528           0.76
ha           9         0.0054
mux2i       65          0.031
mux4        95           0.10
nand2       16         0.0029
nand3        5         0.0012
nor2        49         0.0088
nor3         6         0.0014
o221ai      16         0.0067
o22ai       15         0.0045
xor2         6         0.0025
Power figures rest on the tool's default switching activity, not on a simulated workload.
