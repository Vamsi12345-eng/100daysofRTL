## flow/run.sh

```bash
#!/bin/bash
# OpenROAD 26Q1-2900-gdf79404cd8, Yosys 0.63+post, stock flow scripts
make -C /OpenROAD-flow-scripts/flow DESIGN_CONFIG=/design/flow/config.mk WORK_HOME=/design/flow/orfs finish
```

## flow/config.mk

```make
export PLATFORM = sky130hd
export DESIGN_NAME = Traffic_Light_Controller
export DESIGN_NICKNAME = Traffic_Light_Controller
export VERILOG_FILES = /design/flow/design.v
export SDC_FILE = /design/flow/constraint.sdc
export NUM_CORES = 4
export LEC_CHECK = 1
export CORE_UTILIZATION = 50
```

## flow/constraint.sdc

```tcl
current_design Traffic_Light_Controller

set clk_period 6.8
set clk_io_pct 0.2

create_clock -name clk0 -period $clk_period [get_ports {clk}]

set non_clock_inputs [all_inputs -no_clocks]
set_input_delay [expr $clk_period * $clk_io_pct] -clock clk0 $non_clock_inputs
set_output_delay [expr $clk_period * $clk_io_pct] -clock clk0 [all_outputs]
```

## flow/design.v

```verilog
`timescale 1ns / 1ps
module Clock_Divider(clk,divided_clk);
input clk;
output reg divided_clk=0;
parameter dividend_value=49;
integer counter=0;
always@(posedge clk) begin
if(counter==dividend_value) begin
counter<=0;
divided_clk<=~divided_clk;
end
else begin
counter<=counter+1;
divided_clk<=divided_clk;
end
end
endmodule
`timescale 1ns / 1ps
module Traffic_Light_Controller(D1,D2,D3,D4,clk,rst);
input clk,rst;
output reg [2:0] D1,D2,D3,D4;
wire divided_clk;
Clock_Divider d(clk,divided_clk);
reg [3:0] present_state,next_state;
reg [5:0] counter=0;
parameter s0=4'd0,
          s1=4'd1,
			 s2=4'd2,
			 s3=4'd3,
			 s4=4'd4,
			 s5=4'd5,
			 s6=4'd6,
			 s7=4'd7,
			 s8=4'd8;
always@(posedge divided_clk or negedge rst) begin
if(!rst) begin
present_state<=s0;
end
else begin
present_state<=next_state;
end
end
always@(posedge divided_clk) begin
if(counter==6'd60) begin
counter<=6'd0;
end
else begin
counter<=counter+1;
end
end
always@( present_state or counter ) begin
case(present_state) 
s0: begin
    if(counter>=6'd10) begin
	 next_state=s1;
	 end
	 else begin
	 next_state=s0;
	 D1=3'b001;
	 D2=3'b100;
	 D3=3'b100;
	 D4=3'b100;
	 end
	 end
s1: begin
    if(counter>=6'd15) begin
	 next_state=s2;
	 end
	 else begin
	 next_state=s1;
	 D1=3'b010;
	 D2=3'b100;
	 D3=3'b100;
	 D4=3'b100;
	 end
    end
s2: begin
    if(counter>=6'd25) begin
	 next_state=s3;
	 end
	 else begin
	 next_state=s2;
	 D1=3'b100;
	 D2=3'b001;
	 D3=3'b100;
	 D4=3'b100;
	 end
    end
s3: begin
    if(counter>=6'd30) begin
	 next_state=s4;
	 end
	 else begin
	 next_state=s3;
	 D1=3'b100;
	 D2=3'b010;
	 D3=3'b100;
	 D4=3'b100;
	 end
    end
s4: begin
    if(counter>=6'd40) begin
	 next_state=s5;
	 end
	 else begin
	 next_state=s4;
	 D1=3'b100;
	 D2=3'b100;
	 D3=3'b001;
	 D4=3'b100;
	 end
    end
s5: begin
    if(counter>=6'd45) begin
	 next_state=s6;
	 end
	 else begin
	 next_state=s5;
	 D1=3'b100;
	 D2=3'b100;
	 D3=3'b010;
	 D4=3'b100;
	 end
    end
s6: begin
    if(counter>=6'd55) begin
	 next_state=s7;
	 end
	 else begin
	 next_state=s6;
	 D1=3'b100;
	 D2=3'b100;
	 D3=3'b100;
	 D4=3'b001;
	 end
    end
s7: begin
    if(counter>=6'd60) begin
	 next_state=s0;
	 end
	 else begin
	 next_state=s7;
	 D1=3'b100;
	 D2=3'b100;
	 D3=3'b100;
	 D4=3'b010;
	 end
    end
default: begin
         next_state=s0;
			D1=3'b000;
	      D2=3'b000;
	      D3=3'b000;
	      D4=3'b000;  
			end
endcase
end
endmodule
```

==> results.txt <==
Ys Warns: 2
register pins left without a clock: 26
Slew headroom: 55.9%
vias in the first global route: 1,546
Worst setup SP type: flop
Clock Latency Late Sink: 280 ps
Post-Syn Area per Cell: 9.42 um^2
Hold Violations, Final: 0
post-CTS setup buffer count: 0
measured slew at the worst slew-check pin: 652 ps
Final setup viols: 0
period utilisation layout: 30.3%
Clock transition at path regs: 70 ps
PD cells: 124 nW/um^2
endpoints left unconstrained: 38
tool warning count: 31
Commonest flop: dfxtp_1
vias post-DR: 1,678
most numerous logic cell after layout: dfxtp_1
fmax: 485 MHz
final total power: 334 uW
Die Footprint: 5220 um^2
Max Cap Viol: 0
Final Non-Filler Cells: 335
ant diodes: 0
yosys synthesis chip area: 2470 um^2
Worst EP required: 6740 ps
final tally of max-slew violations: 0
RSZ-0062 raised after global routing: false
most common logic cells in the final layout: dfxtp_1 (38), xor2_1 (21), nand2_1 (20)
clock root buffer: clkbuf_8
register-to-register path setup slack: 4740 ps
Final Hold Slack: 462 ps
maximum fanout along the worst path: 6
Max VDD drop: 0.119 mV
hold_buf cts: 0
Synth Register Bits: 59
reg-to-reg critical path endpoint: d.divided_clk
Syn Inst Count: 262
HP Class: reg2reg
Final min period: 2060 ps
critical path arrival: 2000 ps
outcome: complete, no violations
final setup TNS: 0 ps
Syn-to-layout area delta: 8.87%
hold path depth: 1
cts repair resizes: 0
CTS Buf Count: 5
Placed Cells: 327
layout cells sized above 1: 7.46%
Clock Path Buffers: 2
Die Y: 72.3 um
P_leak: 0.00114 uW
largest net degree at the start of global routing: 16
R2R depth: 3
routed length per instance: 12.5 um
cell area after layout: 2690 um^2
number of enable flip-flop cells: 1
core area: 4720 um^2
WS Path Type: reg2reg
RR Startpoint: d.counter[26]
GRT Util Overall: 18.0%
Vias/cell: 5.01
Clock Skew: 5.89 ps
hold worst-path end: d.counter[31]
starting DRC count in detailed routing: 105
DRC: 0
global-route wire length before repair: 7230 um
post-placement cell area: 2610 um^2
Setup crit end kind: flop
Fill cells: 424
cell row count: 25
grt ovf: 0
Yosys cell types: 43
Die W: 72.3 um
Pre-antenna DRT Iters: 4
Detailed Route WL: 4200 um
share of flip-flops with an asynchronous set or reset: 13.6%
number of routed nets with antenna violations: 0
IO Count: 14
CTS tree: done
gpl congestion: 0.823
dpl hpwl: 2990 um
Hold Crit Start: d.counter[31]
Pre-Place Util: 52.3%
mapped cell area: 2470 um^2
CTS H-tree depth: 2
Yosys Instances: 262
antenna violations before repair: 0
port bufs: 13
## worst max path at each step
stage	start	to	slack [ps]
CTS	d.counter[26]	d.divided_clk	4730
global route	d.counter[26]	d.divided_clk	4620
finish	d.counter[26]	d.divided_clk	4740
## metal layers
layer / wire (um) / vias to the layer above / part of all wire (%) / track usage [%]
li1: - / 900 / - / -
met4: 39 / 0 / 0.93 / 2.40
met3: 175 / 2 / 4.2 / 2.54
met5: 0 / - / 0 / 0
met1: 2290 / 748 / 55 / 32.7
met2: 1690 / 28 / 40 / 24.1
## cell type report
type	instances	area, um^2	share of cell area [%]
well taps	67	83.8	3.12
clock buffers	8	80.1	2.98
repair buffers	13	130	4.84
multi-input cells	170	1150	42.9
inverters	18	67.6	2.51
flip-flops and latches	59	1170	43.6
## cell families (layout without fill, tap and decap cells)
kind of cell    after synthesis  after routing  synth area share, %
xor+xnor                     33             33                 11.7
simple gates                107            107                 24.8
latches                      12             12                 7.30
compound gates               22             22                 6.13
fa+ha+maj                     8              8                 4.05
buf+inv                      33             39                 5.78
flops                        47             47                 40.2
## stage by stage
stage / setup slack, ps / util [%]
after floorplan: 4890 / -
after global placement: 4760 / 55.2
after detailed placement: 4750 / 55.2
after CTS: 4730 / 56.9
after global routing: 4620 / 56.9
final: 4740 / 56.9
## flip-flops by register name, summed over array words and instances, names as in the netlist
register and count:
D1 3, D2 3, D3 3, D4 3
counter 6, d.counter 32, d.divided_clk 1, present_state 8
## Yosys cell counts, types with 2 or more instances
cell type	n	area share (%)
nor4b_1	2	0.71
nor2_1	19	2.9
or2_2	2	0.51
a21oi_1	3	0.61
clkbuf_1	13	2.0
nor4_1	8	2.0
nor4_2	4	2.0
nand4_1	5	1.3
o22ai_1	3	0.76
and3_1	4	1.0
nand3_1	19	3.9
nand3_2	3	1.2
a22o_1	3	1.1
and4_1	3	1.1
dlxtn_1	12	7.3
xnor2_1	12	4.3
or4_1	2	0.61
o21ai_0	5	1.0
dfrtp_1	7	7.1
dfxtp_1	38	31
nand2_1	20	3.0
nor3_1	10	2.0
xor2_1	21	7.5
inv_1	18	2.7
ha_1	8	4.1
## where the power goes
group / internal [uW] / switching, uW
combinational: 0.507 / 0.981
sequential: 194 / 0
clock: 72.6 / 65.4
total: 267 / 66.4
## critical path, stage by stage, from the launching register on
cell     delay [ps]
dfxtp_1         340
or4_1           530
or4_1           490
nor3_2          360
No activity file was given, so power comes from the tool's default toggle rates.
