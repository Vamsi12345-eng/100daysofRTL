**/design/flow/config.mk**
```make
export PLATFORM = sky130hd
export DESIGN_NAME = Fibinocci
export DESIGN_NICKNAME = Fibinocci
export VERILOG_FILES = /design/flow/design.v
export SDC_FILE = /design/flow/constraint.sdc
export NUM_CORES = 4
export LEC_CHECK = 1
export CORE_UTILIZATION = 50
```
**/design/flow/constraint.sdc**
```tcl
current_design Fibinocci

set clk_period 19.1
set clk_io_pct 0.2

create_clock -name clk0 -period $clk_period [get_ports {clk}]

set non_clock_inputs [all_inputs -no_clocks]
set_input_delay [expr $clk_period * $clk_io_pct] -clock clk0 $non_clock_inputs
set_output_delay [expr $clk_period * $clk_io_pct] -clock clk0 [all_outputs]
```
**/design/flow/design.v**
```verilog
`timescale 1ns / 1ps
module Fibinocci(clk,rst,out);
input clk,rst;
output  reg [31:0] out=0;
reg [31:0] temp1=0,temp2=1;
reg [31:0] temp_out;
always @(posedge clk or negedge rst) begin
if(!rst) begin
temp1=0;
temp2=1;
out=0;
end
else if(out==32'd4294967295) begin
temp1=0;
temp2=1;
out=0;
end
else begin
out=temp1+temp2;
temp2=temp1;
temp1=out;
end
end
endmodule
```
**/design/flow/run.sh**
```bash
#!/bin/bash
# OpenROAD 26Q1-2900-gdf79404cd8, Yosys 0.63+post, stock flow scripts
make -C /OpenROAD-flow-scripts/flow DESIGN_CONFIG=/design/flow/config.mk WORK_HOME=/design/flow/orfs finish
```
==> results.toml <==
# generated from flow reports
[clocking]
cts.sinks = 64
clock_latency_ns = 0.36
hold_buffers = 0
clk_pin_slew_ns = 0.08
htreeDepth = 3
clockBufferDepth = 2
cts_buffers = 9
clockRootBuffer = "clkbuf_8"
postCtsSetupBuffers = 0
cts_tree = "done"
cts-resized-gates = 0

[layout]
fillers = 652
area_delta_synth_final_pct = 14.4
drive_above_1_share_pct = 9.93
finish.utilization_pct = 58.9

[hold_path]
hold_class = "register to register"
hold_end = "temp2[0]$_DFF_PN1_"
worstHoldStart = "temp1[0]$_DFF_PN0_"
min_path_cells = 0

[detailed_routing]
ant_nets = 0
wirelength_um = 8860
antenna_cells = 0
first_pass_iters = 4
vias = 3116
drt-initial-drc-count = 170
viasPerCell = 5.72
wl_per_cell_um = 16.2
drc = 0

[floorplanning]
io_pins = 34
die_w_um = 91.2
dieHeight_um = 91.2
rows = 32
die-area_um2 = 8310
fp_util_pct = 51.5
core_area_um2 = 7730

[sta]
setup_viol = 0
fmax_mhz = 197
final.setup.tns_ns = 0
max_slew_margin_pct = 53.4
final_hold_viol_count = 0
finalMaxSlewViolations = 0
setup_slack_ns = 14.03
finalClockSkew_ns = 0.0113
finalCriticalPeriod_ns = 5.07
worst_pin_slew_ns = 0.697
rsz0062_at_grt = "no"
post-route-period-util_pct = 26.6

[worst_setup_path]
cpLargestDelayFamily = "buffers and inverters"
reg2reg_depth = 10
worstSetupStartpoint = "temp1[0]$_DFF_PN0_"
crit_chain = "clkdlybuf4s50_1"
cp-end-kind = "output pin"
r2r_slack_ns = 16.46
startpoint_type = "register"
critPathMaxStageDelay_ns = 0.48
path_max_fanout = 4
crit_slowest_cell = "clkdlybuf4s50_1"
r2r_start = "temp2[0]$_DFF_PN1_"
path_buffers = 1
critPathKind = "register to output pin"
critPathArrivalTime_ns = 1.25
crit_required_ns = 15.28
timing.rr.end = "temp1[20]$_DFF_PN0_"

[power_and_ir_drop]
p_per_area_nw_per_um2 = 59.5
p_leak_uw = 0.00220
max-vdd-ir-drop_v = 0.0000342
share_comb_of_total_power_pct = 1.0
clockPowerShare_pct = 49.0
p_switching_uw = 57.7
pwr-share-seq_pct = 50.0
p_sw_share_pct = 21.3
intPower_uw = 213

[yosys]
numSynthFlops = 64
synth_top_area_share_pct = 39.6
most_common_cell = "dfrtp_1"
seq_area_frac_synth_pct = 40.3
edf_count = 0
ys_warn_count = 1
synth_area_um2 = 3980
yosys.area.top_type = "dfrtp_1"
synth_area_per_cell_um2 = 9.65
yosysUniqueCellTypes = 63
area_leaders = "dfrtp_1, ha_1, and2_1"
async_reset_ff_share_pct = 100
ys.flop_type = "dfrtp_1"
yosys.stat.chipArea_um2 = 3980
syn_inst = 412
yosysCellCount = 412
top_cells_by_count = "dfrtp_1, nor2_1, and2_1"

[global_route]
grt_pass1_vias = 2994
grt_use_total_pct = 23.6
grt_pass1_wl_um = 15000
overflow = 0
grt_max_degree = 34
antenna_found_initial = 0

[placed_design]
post-place-ws_ns = 14.26
io_buffers = 33
hpwl_um = 6520
place_congestion = 0.915

[run]
log.warning_count = 25
drv_cap = 0

[status]
status = "complete, no violations"
sequential cells by signal (all words and copies together), names as in the netlist:
| register | count |
|---|---|
| temp1 | 32 |
| temp2 | 32 |
metrics by stage:
step / power, µW / area [µm²] / instances / hold slack (ns)
3_5_place_dp: 141 / 4320 / 529 / 0.427
4_1_cts: 274 / 4550 / 545 / 0.438
5_1_grt: 280 / 4550 / 545 / 0.464
3_3_place_gp: 141 / 4320 / 529 / 0.429
6_report: 271 / 4550 / 545 / 0.441
2_1_floorplan: 138 / 3980 / 412 / 0.459
placed cells by master (no fill, tap or decap), drive strengths merged, types with 3 or more instances in the layout:
| cell | count |
|---|---|
| nand2b | 4 |
| buf | 4 |
| xnor2 | 7 |
| a211oi | 4 |
| nor4 | 4 |
| nor3 | 11 |
| o211ai | 4 |
| o21ai | 17 |
| nor2 | 41 |
| inv | 6 |
| a21oi | 32 |
| a31o | 4 |
| clkdlybuf4s50 | 32 |
| a31oi | 6 |
| mux2i | 4 |
| dfrtp | 63 |
| o31ai | 3 |
| and2 | 35 |
| nand4 | 18 |
| clkbuf | 10 |
| ha | 31 |
| a21o | 13 |
| o21a | 5 |
| nand2 | 30 |
| nand3 | 9 |
| xor2 | 12 |
layout make-up:
type / count / area, µm² / share of cell area, %
multi-input cells: 321 / 2220 / 48.8
repair buffers: 36 / 348 / 7.65
clock buffers: 10 / 138 / 3.03
inverters: 6 / 22.5 / 0.495
clock inverters: 6 / 92.6 / 2.04
well taps: 102 / 128 / 2.81
flip-flops and latches: 64 / 1600 / 35.2
kinds of logic (layout without fill, tap and decap cells):
logic type / after synthesis / in the layout / share of synthesized area [%]
AND-OR/OR-AND: 103 / 103 / 18.5
XOR/XNOR: 19 / 19 / 4.19
adder cells (fa/ha/maj): 32 / 32 / 10.3
buffers and inverters: 27 / 58 / 3.90
flip-flops: 64 / 64 / 40.3
multiplexers: 4 / 4 / 1.01
AND/OR/NAND/NOR: 163 / 163 / 21.8
worst max path at each step:
stage | to | cells after the start | slack (ns)
finish | out[0] | 1 | 14.03
global route | out[0] | 1 | 13.97
CTS | out[0] | 1 | 14.02
power groups by stage:
stage     Combinational (µW)  Sequential, µW  Clock (µW)
4_1_cts                 2.98             135         135
5_1_grt                 3.32             135         141
6_report                2.69             135         133
layer usage:
layer | wire [µm] | vias up | global-route usage (%)
met5 | 0 | - | 0
met4 | 106 | 0 | 2.38
li1 | - | 1536 | -
met1 | 4230 | 1497 | 38.1
met2 | 4140 | 75 | 36.7
met3 | 377 | 8 | 2.89
Power is estimated from default activity; no workload was simulated.
